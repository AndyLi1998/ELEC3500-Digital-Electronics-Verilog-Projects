==> flow/design.v <==
`timescale 1ns / 1ps
module encoder_dataflow(
    input [7:0] v,
    input E1,
    output [2:0] A,
    output E0,
    output GS
    );
    assign A[0] = E1 | (~E1&v[0]&v[1]&v[2]&v[3]&v[4]&v[5]&v[6]&v[7]) | (~E1&~v[6]&v[7])
                  | (~E1&~v[4]&v[5]&v[6]&v[7])
                  | (~E1&~v[2]&v[3]&v[4]&v[5]&v[6]&v[7])
                  | (~E1&~v[0]&v[1]&v[2]&v[3]&v[4]&v[5]&v[6]&v[7]);
    assign A[1] = E1 | (~E1&v[0]&v[1]&v[2]&v[3]&v[4]&v[5]&v[6]&v[7])
            | (~E1&~v[5]&v[6]&v[7])
            | (~E1&~v[4]&v[5]&v[6]&v[7])
            | (~E1&~v[1]&v[2]&v[2]&v[4]&v[5]&v[6]&v[7])
            | (~E1&~v[0]&v[1]&v[2]&v[3]&v[4]&v[5]&v[6]&v[7]);
    assign A[2] = E1 | (~E1&v[0]&v[1]&v[2]&v[3]&v[4]&v[5]&v[6]&v[7])
            | (~E1&~v[3]&v[4]&v[5]&v[6]&v[7])
            | (~E1&~v[2]&v[3]&v[4]&v[5]&v[6]&v[7])
            | (~E1&~v[1]&v[2]&v[2]&v[4]&v[5]&v[6]&v[7])
            | (~E1&~v[0]&v[1]&v[2]&v[3]&v[4]&v[5]&v[6]&v[7]);
    assign GS = E1 | (~E1&v[0]&v[1]&v[2]&v[3]&v[4]&v[5]&v[6]&v[7]);
    assign E0 = E1 | ((~E1)&(~v[7])) | (~E1&~v[6]&v[7])
            | (~E1&~v[5]&v[6]&v[7])
            | (~E1&~v[4]&v[5]&v[6]&v[7]) 
            | (~E1&~v[3]&v[4]&v[5]&v[6]&v[7])
            | (~E1&~v[2]&v[3]&v[4]&v[5]&v[6]&v[7])
            | (~E1&~v[1]&v[2]&v[3]&v[4]&v[5]&v[6]&v[7])
            | (~E1&~v[0]&v[1]&v[2]&v[3]&v[4]&v[5]&v[6]&v[7]); 
endmodule
==> flow/run.sh <==
#!/bin/bash
# OpenROAD 26Q1-2900-gdf79404cd8, Yosys 0.63+post, stock flow scripts
make -C /OpenROAD-flow-scripts/flow DESIGN_CONFIG=/design/flow/config.mk WORK_HOME=/design/flow/orfs finish
==> flow/config.mk <==
export PLATFORM = sky130hd
export DESIGN_NAME = encoder_dataflow
export DESIGN_NICKNAME = encoder_dataflow
export VERILOG_FILES = /design/flow/design.v
export SDC_FILE = /design/flow/constraint.sdc
export NUM_CORES = 4
export LEC_CHECK = 1
export CORE_AREA = 10 10 70 70
export DIE_AREA = 0 0 80 80
==> flow/constraint.sdc <==
current_design encoder_dataflow

set clk_period 1.2
set clk_io_pct 0.2

create_clock -name clk0 -period $clk_period

set non_clock_inputs [all_inputs -no_clocks]
set_input_delay [expr $clk_period * $clk_io_pct] -clock clk0 $non_clock_inputs
set_output_delay [expr $clk_period * $clk_io_pct] -clock clk0 [all_outputs]
==> results_dict.tcl <==
# yosys + openroad results
set metrics [dict create \
    status "finished, final reports clean" \
    postRouteAntennaNets 0 \
    p_seq_frac 0 \
    drc 0 \
    antenna_cells 0 \
    layout_top_cell "buf_2" \
    p_comb_frac 1.000 \
    dpl_cell_area_um2 303 \
    min_period_ns 1.15 \
    vdd_drop_max_mv 0.0207 \
    syn_area_per_cell_um2 6.51 \
    wl_per_cell_um 7.07 \
    antenna_found_initial 0 \
    tool_warnings 32 \
    grt_pass1_vias 189 \
    ys_cells 15 \
    grt_usage 0.0169 \
    setup_viol 0 \
    floorplan.core_util 0.0286 \
    crit_path_end_kind "primary output" \
    sw_frac_of_total 0.407 \
    worstHoldStart "v[6]" \
    port_buffers 14 \
    rows 21 \
    routed_wl_um 537 \
    maxSlewViolCount 0 \
    dr_total_vias 169 \
    chipArea_um2 6400 \
    synth_seq_share 0 \
    worstMarginPinSlew_ns 0.152 \
    worstSetupStartpointType "primary input" \
    final_cell_mix "buf_2 (7), buf_4 (3), nand2_1 (2), dlygate4sd2_1 (2)" \
    io_pins 14 \
    whs_ns 0.815 \
    internal_power_uw 35.2 \
    register_area_um2 0 \
    viasPerCell 2.22 \
    n_fill_cell 418 \
    power_uw 59.4 \
    grt_pass1_wl_um 959 \
    p_per_area_nw_per_um2 225 \
    postCtsSetupRepairBufs 0 \
    ys_warn_count 0 \
    crit_type "in2out" \
    min_delay_worst_endpoint "A[1]" \
    p_switching_uw 24.2 \
    dpl.hpwl_um 486 \
    drv_cap 0 \
    drt_iter0_drc 5 \
    timing_hold_violations_final 0 \
    grt_max_degree 6 \
    ff_count 0 \
    drive_above_1_share 0.567 \
    comb_area_um2 101 \
    synth_cell_type_count 13 \
    syn_area_um2 97.6 \
    rsz0062_at_grt "no" \
    required_ns 0.96 \
    arrival_ns 0.91 \
    slew_headroom 0.899 \
    final_area_um2 264 \
    clkPwrFrac 0 \
    clkbuf_count 0 \
    firstDrtPassIters 2 \
    die_y_um 80 \
    postSynthCellCount 15 \
    hold_class "in2out" \
    coreArea_um2 3420 \
    chipWidth_um 80 \
    utilization 0.0773 \
    place.gp.congestion 0.665 \
    hold_depth 4 \
    area_delta_synth_final_pct 171 \
    finalClockPeriodUsage 0.955 \
    fmax_mhz 872 \
    cp_max_fo 4 \
    ys_area_um2 97.6 \
    p_leak_nw 0.106 \
    grt_overflow 0 \
]
## repair_timing
| action | 4_1_cts | 5_1_grt |
|---|---|---|
| resized | 43 | 6 |
| endpoints found under the setup margin | 5 | 3 |
| cloned | 0 | 0 |
| hold buffers | 0 | 0 |
| pin swaps | 8 | 3 |
| endpoints found under the hold margin | 0 | 0 |
## cells by family (layout without fill, tap and decap cells)
kind of cell / after synthesis / count (layout) / synth area share
buffers and inverters: 1 / 16 / 0.0384
AND-OR/OR-AND: 5 / 5 / 0.449
AND/OR/NAND/NOR: 9 / 9 / 0.513
## cells in the mapped netlist
library cell  count  share of area
nand2_1           3           0.12
o221ai_2          1           0.15
o21bai_1          1          0.077
a21o_1            1          0.077
nand2b_1          1          0.064
nand3_1           1          0.051
nor2_2            1          0.064
nand4_1           1          0.064
nand3b_1          1          0.077
a211o_1           1          0.090
a21oi_1           1          0.051
inv_1             1          0.038
or2b_1            1          0.077
## how the worst max path moves through the flow
stage | from | to | cells after the start
4_1_cts | v[5] | A[0] | 5
5_1_grt | v[5] | A[0] | 5
6_report | v[5] | A[0] | 5
## layout make-up
| cell class | instances | share of cell area |
|---|---|---|
| Inverter | 1 | 0.0142 |
| Tap cell | 46 | 0.218 |
| Timing Repair Buffer | 15 | 0.384 |
| Multi-Input combinational cell | 14 | 0.384 |
## critical path: stages
cell	delay (ns)
buf_4	0.13
nand2_2	0.07
o221ai_2	0.09
a211o_1	0.26
buf_2	0.11
## per-layer routing
layer,track usage,up-vias,wire [µm],share of wire
met4,0,0,0,0
met3,0.00114,0,18,0.034
met5,0,-,0,0
met1,0.0231,77,260,0.48
met2,0.0297,6,258,0.48
li1,-,86,-,-
## power groups by stage
stage	clock network [mW]	registers [mW]	logic [mW]
6_report	0	0	0.0594
5_1_grt	0	0	0.0665
4_1_cts	0	0	0.0565
## metrics by stage
| step | std cells | setup TNS, ns | worst slack (ns) |
|---|---|---|---|
| detailed placement | 76 | -3.30 | -0.734 |
| floorplan | 15 | 0 | 0.314 |
| global placement | 76 | -3.26 | -0.718 |
| global route | 76 | 0 | 0.00963 |
| CTS | 76 | 0 | 0.00536 |
| finish | 76 | 0 | 0.0536 |
Power is estimated from default activity; no workload was simulated.
