<file path="design.v">
`timescale 1ns / 1ps
module bit4_down_counter_syn_load_enable_clear(
    input Clock,
    input Enable,
    input Clear,
    input Load,
    output [3:0] Q
    );
    reg [3:0] count;
    wire cnt_done;
    assign cnt_done = ~| count;
    assign Q = count;
        always @(posedge Clock)
            if (Clear)
                count <= 0;
            else if (Enable)
                if (Load | cnt_done)
                    count <= 4'b1010;  
            else
                count <= count - 1;
endmodule
</file>
<file path="run.sh">
#!/bin/bash
# OpenROAD 26Q1-2900-gdf79404cd8, Yosys 0.63+post, stock flow scripts
make -C /OpenROAD-flow-scripts/flow DESIGN_CONFIG=/design/flow/config.mk WORK_HOME=/design/flow/orfs finish
</file>
<file path="config.mk">
export PLATFORM = sky130hd
export DESIGN_NAME = bit4_down_counter_syn_load_enable_clear
export DESIGN_NICKNAME = bit4_down_counter_syn_load_enable_clear
export VERILOG_FILES = /design/flow/design.v
export SDC_FILE = /design/flow/constraint.sdc
export NUM_CORES = 4
export LEC_CHECK = 1
export CORE_AREA = 10 10 70 70
export DIE_AREA = 0 0 80 80
</file>
<file path="constraint.sdc">
current_design bit4_down_counter_syn_load_enable_clear

set clk_period 1.3
set clk_io_pct 0.2

create_clock -name clk0 -period $clk_period [get_ports {Clock}]

set non_clock_inputs [all_inputs -no_clocks]
set_input_delay [expr $clk_period * $clk_io_pct] -clock clk0 $non_clock_inputs
set_output_delay [expr $clk_period * $clk_io_pct] -clock clk0 [all_outputs]
</file>
==> results_slide.txt <==
Implementation Results

Synth
  • Yosys chip area: 205 µm²
  • Largest area contributor in the netlist: dfxtp_1
  • Sequential-to-total area share from yosys stat: approximately two fifths
  • Cell count after synthesis: 22
  • Mapped cell area: 205 µm²
  • Flops after synth: 4
  • Distinct lib cells used: 17
  • Dominant flop cell: dfxtp_1
  • # Cells Yosys: 22
  • Dominant cell area share: 39.0%
  • Top cells by area: dfxtp_1 39%, a311oi_2 7.3%, ha_1 6.1%, or3b_4 5.5%, a32oi_1 4.3%
  • Syn_area_per_cell: 9.33 µm²
  • Flip-flops with a built-in enable: 0
  • Ys Warns: 1
  • Count leader, synth: dfxtp_1
  • Async SR Flop Fraction: 0%
  • Top cells by count: 4 x dfxtp_1, 2 x inv_1, 2 x nor2_1

STA
  • Final hold violations: 0
  • Slew at the pin with the worst max-slew slack: 0.311 ns
  • RSZ-0062 raised after global routing: no
  • Final period utilization: a little over nine tenths
  • Final Setup Violations: 0
  • Rel. slew slack: 79.1%
  • Fin worst setup slack: roughly 0.06 ns
  • Worst Skew: 0.00213 ns
  • Max Slew Vio Count: 0
  • Max frequency: 806 MHz
  • Fin crit period: 1.24 ns

Setup path
  • Slowest stage cell, crit path: or3b_4
  • CP max stage delay: 0.38 ns
  • Critical path's top delay family: simple AND/OR/NAND/NOR gates
  • Startpoint class of the critical path: flip-flop
  • CP max FO: 3
  • Worst Path Required: 1.44 ns
  • CP endpoint kind: flip-flop
  • Critical Path, Cell by Cell: inv_1 -> ha_2 -> or3b_4 -> a311oi_2
  • Arr. time, crit path: between 1 and 1.5 ns
  • Crit path buffers/inverters: 1
  • Critical path type: reg2reg

Power and ir drop
  • Leak pwr: 0.151 nW
  • Cell Pwr Density: 957 mW/mm²
  • VDD IR max: 89.2 µV

Detailed routing
  • Antenna fix cells: 0
  • First-pass DRT Iterations: 4
  • Post-route DRC: 0
  • Total Wirelength: about 660 µm
  • Drt initial violations: 4
  • Vias: 224
  • Vias per cell: 2.73
  • Routed len/inst: ~8 µm
  • Routed Antenna Nets: 0

Global routing
  • Total Routing Usage GR: between 1.5 and 2%
  • Congestion Overflow GR: 0
  • Vias in the first global route: 228
  • First-pass GRT wire length: 931 µm
  • Initial antenna violation count: 0
  • Largest net degree at the start of global routing: 6

Floorplan
  • Die Wd: approximately 80 µm
  • Io pins: 8
  • Row cnt: 21
  • Chip Height: 80 µm
  • Floorplan Utilization: 6.01%
  • Core area: 0.00342 mm²
  • Die area: 0.00640 mm²

Cells and area
  • Filler cells: about 390
  • Layout cells sized above 1: 38.9%
  • Syn-to-layout area delta: 92.1%
  • Finished Layout Cells: between 80 and 90
  • Largest registers: count: 4 flops
  • Register area: between 80 and 90 µm²
  • Largest reg by FF count: count
  • Comb area: around 120 µm²
  • Final Util: between 10% and 20%
  • Number of flip-flops under the largest register name: 4

Clock tree
  • H-tree depth: 1
  • TritonCTS buffer count: 3
  • Worst-skew pair later-pin latency: about 0.23 ns
  • Clock buffer depth: 2
  • Root Driver: clkbuf_4
  • Clock transition at path regs: 0.04 ns
  • TritonCTS clock tree: built
  • CTS sink count: 4

Min path
  • Hold/Removal Path Class: reg2reg

Placed design
  • GPL Wtd Cong: 0.850
  • Place WS: -0.0661 ns
  • Inst Count DP: 77
  • # port buffers: 7
  • Detailed-placement wirelength estimate: 533 µm

Run
  • Max_cap viols: 0
  • Tool warnings: 25

Outcome
  • Outcome: finished clean
==> area by class of cell <==
cell class / instances / share of cell area, %
timing repair buffer: 11 / 25.1
multi-input combinational: 16 / 30.5
tap: 46 / 14.6
sequential: 4 / 22.2
clock buffer: 3 / 5.71
inverter: 2 / 1.90
==> power by group <==
part / internal (W) / leakage [nW] / switching [W] / total, W
logic: 0.0000529 / 0.103 / 0.0000347 / 0.0000877
registers: 0.000132 / 0.0346 / 0.00000536 / 0.000137
clock network: 0.000103 / 0.0138 / 0.0000493 / 0.000152
==> kinds of logic after synthesis <==
logic type               share of synthesized area, %
flip-flops                                       39.0
AND-OR/OR-AND                                    27.4
AND/OR/NAND/NOR                                  23.8
adder cells (fa/ha/maj)                          6.10
buffers and inverters                            3.66
==> worst paths after layout <==
check,from,endpoint,slack (ns),cells past startpoint
setup / recovery,count[0],count[1],0.06,4
hold / removal,count[2],count[2],0.53,2
setup reg to reg,count[0],count[1],0.06,4
hold reg to reg,count[2],count[2],0.53,2
==> through the flow <==
| stage | hold slack (ns) | TNS (ns) | total power [W] | instance area (µm²) |
|---|---|---|---|---|
| final | 0.526 | 0 | 0.000377 | 394 |
| after global routing | 0.547 | 0 | 0.000403 | 394 |
| after detailed placement | 0.545 | -0.153 | 0.000221 | 348 |
| after floorplan | 0.328 | 0 | 0.000178 | 205 |
| after global placement | 0.536 | -0.107 | 0.000219 | 348 |
| after CTS | 0.527 | 0 | 0.000387 | 392 |
==> metal layers <==
| metal | up-vias | track usage, % | part of all wire (%) |
|---|---|---|---|
| met4 | 0 | 1.23 | 2.3 |
| met1 | 108 | 1.26 | 33 |
| met3 | 2 | 0.227 | 0.90 |
| li1 | 110 | - | - |
| met5 | - | 0 | 0 |
| met2 | 4 | 3.93 | 63 |
==> worst register-to-register path: stages (launching register included) <==
cell and delay (ns):
dfxtp_2 0.31, inv_1 0.08, ha_2 0.18, or3b_4 0.38, a311oi_2 0.19
==> placed cells by master (no fill, tap or decap), types with 2 or more instances in the layout <==
master           netlist  layout
buf_4                  0       3
clkbuf_4               0       3
clkdlybuf4s50_1        0       3
dfxtp_2                0       3
dlygate4sd2_1          0       4
inv_1                  2       2
nor2_1                 2       2
==> what timing repair did <==
action | in CTS | in global routing
setup endpoints to repair | 4 | 2
pin swaps | 0 | 2
cloned | 0 | 0
hold buffers | 0 | 0
setup buffers | 2 | 0
resized | 10 | 1
Power and IR drop assume default switching activity.
