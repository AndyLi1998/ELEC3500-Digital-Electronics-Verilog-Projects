### flow/design.v
`timescale 1ns / 1ps
module bit8_counter_T_flipflop(
    input Clock,
    input Enable,
    input Clear_n,
    output [7:0] Q
    );
    reg [7:0] counter;
    always@(posedge Clock or negedge Clear_n)
    begin
        if(~Clear_n)
            counter <= 8'b00000000;
        else if(Enable) 
                counter <= counter + 8'b00000001;
    end
    assign Q = counter;
endmodule
### flow/run.sh
#!/bin/bash
# OpenROAD 26Q1-2900-gdf79404cd8, Yosys 0.63+post, stock flow scripts
make -C /OpenROAD-flow-scripts/flow DESIGN_CONFIG=/design/flow/config.mk WORK_HOME=/design/flow/orfs finish
### flow/constraint.sdc
current_design bit8_counter_T_flipflop

set clk_period 1.4
set clk_io_pct 0.2

create_clock -name clk0 -period $clk_period [get_ports {Clock}]

set non_clock_inputs [all_inputs -no_clocks]
set_input_delay [expr $clk_period * $clk_io_pct] -clock clk0 $non_clock_inputs
set_output_delay [expr $clk_period * $clk_io_pct] -clock clk0 [all_outputs]
### flow/config.mk
export PLATFORM = sky130hd
export DESIGN_NAME = bit8_counter_T_flipflop
export DESIGN_NICKNAME = bit8_counter_T_flipflop
export VERILOG_FILES = /design/flow/design.v
export SDC_FILE = /design/flow/constraint.sdc
export NUM_CORES = 4
export LEC_CHECK = 1
export CORE_AREA = 10 10 70 70
export DIE_AREA = 0 0 80 80
==> job_summary.md <==
## Synthesis and layout report

| Metric | Value |
|---|---|
| First-pass GRT wire length | `1360 um` |
| Synthesis area per yosys | `338 um^2` |
| Top-area cell share | `59.3%` |
| Tool Warnings | `25` |
| Buf/Inv on CP | `1` |
| Clock Skew | `3.03 ps` |
| Starting Density | `9.89%` |
| Gr ovfl total | `0` |
| PD cells | `1890 mW/mm^2` |
| Largest register FFs | `8` |
| PortBufs | `10` |
| Mapped Area | `338 um^2` |
| Num CTS Buffers | `3` |
| Met1 Use GR | `3.72%` |
| Post-DRT Antenna Nets | `0` |
| Syn Area/Cell | `13.0 um^2` |
| Via density | `2.98` |
| Initial antenna violation count | `0` |
| Synth-to-Final Area Change | `74.4%` |
| Vias | `277` |
| Site Rows | `21` |
| Fin crit share | `96.6%` |
| Clock buffer depth | `2` |
| Largest Register | `counter` |
| Die height | `80 um` |
| Static Leak | `0.307 nW` |
| Cell area leaders | `dfrtp_1, xor2_1, xnor2_1` |
| CTS Sinks | `8` |
| Hpwl dp | `607 um` |
| Ratio of cells with drive above 1 in the final layout | `34.0%` |
| Critical Path RT | `1120 ps` |
| Drt wl/cell | `9.30 um` |
| Max_slew headroom | `75.9%` |
| Synth flops | `8` |
| CP delay by family, top | `buffers and inverters` |
| Die Footprint | `0.00640 mm^2` |
| CTS tree | `yes` |
| Initial drt markers | `20` |
| Netlist cell types | `10` |
| Worst Max-Slew Pin Slew | `361 ps` |
| Worst vdd ir | `0.568 mV` |
| Met2 Resource Use GR | `3.13%` |
| Post-Route WL | `865 um` |
| GRT Util Overall | `2.77%` |
| Final setup viols | `0` |
| CTS clk-pin slew, worst paths | `50 ps` |
| Final std cells w/o fill | `93` |
| Setup crit end kind | `output pin` |
| Crit path cell chain | `clkdlybuf4s50_1` |
| Global route hottest layer | `met1` |
| CTS root buffer | `clkbuf_4` |
| # Cells Yosys | `26` |
| Max_cap viols | `0` |
| Final Max Tran Viols | `0` |
| Vias in the first global route | `276` |
| TritonRoute pass-1 iters | `5` |
| CP max-delay cell | `clkdlybuf4s50_1` |
| Yosys top cell by area | `dfrtp_1` |
| Regs by FF count | `counter (8)` |
| F_max | `739 MHz` |
| R2R depth | `6` |
| Layout Utilization | `17.3%` |
| Insertion delay at the late pin of the worst-skew pair | `260 ps` |
| Post-CTS Hold Fix Bufs | `0` |
| Hold WS | `300 ps` |
| CP Depth | `1` |
| Largest net degree at the start of global routing | `9` |
| Total placed cells including tap cells | `82` |
| Remaining DRCs | `0` |
| Post-Syn Instances | `26` |
| Final Wtd Congestion | `0.736` |
| Status | `completed` |
| Power, Total | `0.00111 W` |
| CP Max Fanout | `2` |
| Hold Fails Final Rpt | `0` |
| Core Area | `0.00342 mm^2` |
| Crit path kind | `reg -> out` |
| Final Critical Period | `1350 ps` |
| Hold WC Path Type | `in -> async` |
| Synth Seq Share | `59.3%` |
| IO Count | `11` |
| Arrival time worst endpoint | `1070 ps` |
| H-tree depth | `1` |
| Met3 usage | `2.61%` |
| Yosys warning count | `1` |
| CP max stage delay | `470 ps` |
| Antenna fix cells | `0` |
| Setup crit start kind | `flop` |
| Chip width | `80 um` |
[power breakdown]
group	switching [W]	total, W	leakage (nW)	internal (W)
sequential	0.0000689	0.000403	0.0979	0.000335
combinational	0.000181	0.000533	0.195	0.000352
clock	0.0000778	0.000176	0.0138	0.0000980
total	0.000327	0.00111	0.307	0.000785
[placed cells by master, fill, tap and decap left out]
master	count
dfrtp_2	2
buf_4	8
nor2_1	2
dlygate4sd2_1	1
xor2_1	4
nor2_2	1
clkbuf_4	3
ha_1	1
nand4_2	1
dfrtp_1	6
clkdlybuf4s50_1	5
nand4_1	3
xnor2_1	3
mux2_2	1
nand2_1	2
dlymetal6s2s_1	4
[synthesized netlist by cell type]
master,n
dfrtp_1,8
xor2_1,4
nand4_1,3
xnor2_1,3
nand2_1,2
nor2_1,2
ha_1,1
mux2_2,1
nand4_2,1
nor2_2,1
[logic make-up (layout without fill, tap and decap cells)]
logic type / Yosys count / after routing / synth area share [%]
multiplexers: 1 / 1 / 3.33
XOR/XNOR: 7 / 7 / 18.1
AND/OR/NAND/NOR: 9 / 9 / 15.6
flip-flops: 8 / 8 / 59.3
buffers and inverters: 0 / 21 / 0
adder cells (fa/ha/maj): 1 / 1 / 3.70
[final cells by class]
type,count,area (um^2)
Fill cell,382,2830
Sequential cell,8,203
Timing Repair Buffer,18,169
Multi-Input combinational cell,18,138
Tap cell,46,57.6
Clock buffer,3,22.5
[final timing paths]
path	start	end	slack, ps
worst max register to register	counter[0]	counter[6]	80
max in group asynchronous	Clear_n	counter[0]	810
min in group clk0	counter[7]	counter[7]	460
worst min register to register	counter[7]	counter[7]	460
worst max-delay path	counter[3]	Q[3]	50
worst min-delay path	Clear_n	counter[3]	300
[layer usage]
metal  part of all wire (%)  wire length, um
met5                      0                0
met4                   0.23                2
met1                     48              413
met3                     15              133
met2                     36              315
[through the flow]
stage	setup TNS [ps]	instance area [um^2]	worst slack, ps
after CTS	0	564	14.2
after global routing	-4.02	589	-4.02
final	0	589	47.5
after floorplan	0	338	343
after detailed placement	-2.16	495	-2.16
after global placement	0	495	12.5
[repair_timing]
action / CTS / global route
setup buffers: 6 / 2
endpoints found under the setup margin: 7 / 5
resized: 3 / 4
Power figures rest on the tool's default switching activity, not on a simulated workload.
